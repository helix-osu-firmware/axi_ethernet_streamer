==> design.v <==
`timescale 1ns / 1ps
module udp_port_arbiter(
        input clk,
        input reset,
        input req_A,
        output gnt_A,
        output [1:0] status_A,
        input req_B,
        output gnt_B,
        output [1:0] status_B,
        input req_C,
        output gnt_C,
        output [1:0] status_C,
        output req_Y,
        input [1:0] status_Y
    );
    localparam [1:0] UDPTX_RESULT_NONE = 2'b00;
    localparam [1:0] UDPTX_RESULT_SENDING = 2'b01;
    localparam [1:0] UDPTX_RESULT_SENT = 2'b11;
    localparam [1:0] UDPTX_RESULT_ERR = 2'b10;
    localparam FSM_BITS=4;
    localparam [FSM_BITS-1:0] IDLE_A = 0;        
    localparam [FSM_BITS-1:0] IDLE_B = 1;        
    localparam [FSM_BITS-1:0] IDLE_C = 2;
    localparam [FSM_BITS-1:0] WAIT_A = 3;
    localparam [FSM_BITS-1:0] GRANT_A = 4;
    localparam [FSM_BITS-1:0] FINISH_A = 5;
    localparam [FSM_BITS-1:0] WAIT_B = 6;
    localparam [FSM_BITS-1:0] GRANT_B = 7;
    localparam [FSM_BITS-1:0] FINISH_B = 8;
    localparam [FSM_BITS-1:0] WAIT_C = 9;
    localparam [FSM_BITS-1:0] GRANT_C = 10;
    localparam [FSM_BITS-1:0] FINISH_C = 11;    
    reg [FSM_BITS-1:0] state = IDLE_A;
    always @(posedge clk) begin
        if (reset) state <= IDLE_A;
        else begin
            case (state)
                IDLE_A: if (status_Y != UDPTX_RESULT_SENDING) begin
                    if (req_B) state <= WAIT_B;
                    else if (req_C) state <= WAIT_C;
                    else if (req_A) state <= WAIT_A;
                end
                IDLE_B: if (status_Y != UDPTX_RESULT_SENDING) begin
                    if (req_C) state <= WAIT_C;
                    else if (req_A) state <= WAIT_A;
                    else if (req_B) state <= WAIT_B;
                end
                IDLE_C: if (status_Y != UDPTX_RESULT_SENDING) begin
                    if (req_A) state <= WAIT_A;
                    else if (req_B) state <= WAIT_B;
                    else if (req_C) state <= WAIT_C;
                end
                WAIT_A: if (status_Y == UDPTX_RESULT_SENDING) state <= GRANT_A;
                GRANT_A: if (status_Y != UDPTX_RESULT_SENDING) state <= FINISH_A;
                FINISH_A: state <= IDLE_A;
                WAIT_B: if (status_Y == UDPTX_RESULT_SENDING) state <= GRANT_B;
                GRANT_B: if (status_Y != UDPTX_RESULT_SENDING) state <= FINISH_B;
                FINISH_B: state <= IDLE_B;
                WAIT_C: if (status_Y == UDPTX_RESULT_SENDING) state <= GRANT_C;
                GRANT_C: if (status_Y != UDPTX_RESULT_SENDING) state <= FINISH_C;
                FINISH_C: state <= IDLE_C;
            endcase
        end
    end                
    assign gnt_A = (state == WAIT_A || state == GRANT_A || state == FINISH_A);
    assign status_A = (gnt_A) ? status_Y : UDPTX_RESULT_NONE;
    assign gnt_B = (state == WAIT_B || state == GRANT_B || state == FINISH_B);
    assign status_B = (gnt_B) ? status_Y : UDPTX_RESULT_NONE;
    assign gnt_C = (state == WAIT_C || state == GRANT_C || state == FINISH_C);
    assign status_C = (gnt_C) ? status_Y : UDPTX_RESULT_NONE;
    assign req_Y = ((state == WAIT_A) && req_A) || ((state == WAIT_B) && req_B) || ((state == WAIT_C) && req_C);
endmodule
==> run.sh <==
#!/bin/bash
# OpenROAD 26Q1-2900-gdf79404cd8, Yosys 0.63+post, stock flow scripts
make -C /OpenROAD-flow-scripts/flow DESIGN_CONFIG=/design/flow/config.mk WORK_HOME=/design/flow/orfs finish
==> config.mk <==
export PLATFORM = sky130hd
export DESIGN_NAME = udp_port_arbiter
export DESIGN_NICKNAME = udp_port_arbiter
export VERILOG_FILES = /design/flow/design.v
export SDC_FILE = /design/flow/constraint.sdc
export NUM_CORES = 4
export LEC_CHECK = 1
export CORE_AREA = 10 10 71 71
export DIE_AREA = 0 0 81 81
==> constraint.sdc <==
current_design udp_port_arbiter

set clk_period 2.1
set clk_io_pct 0.2

create_clock -name clk0 -period $clk_period [get_ports {clk}]

set non_clock_inputs [all_inputs -no_clocks]
set_input_delay [expr $clk_period * $clk_io_pct] -clock clk0 $non_clock_inputs
set_output_delay [expr $clk_period * $clk_io_pct] -clock clk0 [all_outputs]
==> flow_metrics.tcl <==
# collected from the flow reports
set metrics [dict create \
    clkTransAtPathRegs_ps 30 \
    drt_iter0_drc 116 \
    routedWlPerCell_um 11.6 \
    globalRouteTotalUtil_pct 5.72 \
    placed_cell_area_um2 852 \
    fp_util_pct 16.0 \
    hold_path.class "flop to flop" \
    drive_gt1_share_pct 26.9 \
    cts_setup_buffers 0 \
    ctsHtreeMaxLevel 1 \
    finClkSkew_ps 0.309 \
    grt_max_degree 11 \
    cts_resized 3 \
    power.leakage_uw 0.000350 \
    utilization_pct 25.2 \
    yosys_warnings 1 \
    gr-max-usage-layer "met2" \
    yosys_cells 82 \
    ctsRootBufferMaster "clkbuf_8" \
    largest_register_ffs 4 \
    areaGrowthSynthToFinish_pct 57.5 \
    dp.cells 153 \
    grt-ovfl-total 0 \
    worst_slew_pin_slew_ps 296 \
    max-clock-path-buffers 2 \
    io_buffers 16 \
    vias 690 \
    synth_area_per_cell_um2 7.08 \
    fmaxAchievable_mhz 489 \
    slowest_stage "clkdlybuf4s50_1" \
    regMostFlops "state" \
    yosysTopAreaCell "dfxtp_1" \
    pin_count 17 \
    path_class "input pin to output pin" \
    holdPathStages 2 \
    dp_hpwl_um 1460 \
    hold_viol 0 \
    yosys-top-cells-area "dfxtp_1, nor2_1, a211oi_2" \
    syn_area_um2 581 \
    drc_errors 0 \
    hold_buffers 0 \
    met2_usage_pct 9.79 \
    cp_common_cell "clkdlybuf4s50_1" \
    status "finished clean" \
    final_cells 156 \
    total_power_uw 1110 \
    coreArea_um2 3630 \
    die-area_um2 6560 \
    reg2reg_to "state[0]" \
    antenna_found_initial 0 \
    warnings 25 \
    rsz0062_at_grt "false" \
    r2r_cells 6 \
    diodes 0 \
    holdPathEnd "state[3]" \
    power_density_nw_per_um2 1210 \
    cap_violations 0 \
    gr-usage-met1_pct 7.36 \
    postSynthSeqShare_pct 13.8 \
    via_per_inst 4.42 \
    wl_um 1820 \
    synthCells 82 \
    ys.flops 4 \
    numCtsBuffers 3 \
    cts_tree "done" \
    path_cells "clkdlybuf4s50_1 -> buf_4 -> and2_2 -> clkdlybuf4s50_1" \
    critPathMaxStageDelay_ps 500 \
    dr.pass1.iters 4 \
    required_ps 1680 \
    cp.arrival_ps 1620 \
    reg_top3 "state x4" \
    top_cell_area_share_pct 13.8 \
    clock_latency_ps 210 \
    critPathBufInv 3 \
    cp-end-kind "output pin" \
    hold_slack_ps 538 \
    fp.dieH_um 81 \
    slew_violations 0 \
    hold_path_startpoint "state[3]" \
    reg2reg_from "state[2]" \
    critPathMaxFanout 4 \
    die-width_um 81 \
    post-route-period-util_pct 97.4 \
    numClockSinks 4 \
    place.gp.congestion 0.903 \
    detail-route-antenna-nets 0 \
    grt_pass1_vias 682 \
    stdcell_area_um2 915 \
    ir_drop_v 0.000324 \
    grt_use_met3_pct 1.11 \
    setup_violations 0 \
    worstSetupStartpointType "input pin" \
    synth.distinct_cells 38 \
    period_needed_ps 2040 \
    slew_headroom_pct 80.0 \
    rrSetupSlack_ps 430 \
    grt_pass1_wl_um 3160 \
    placementRows 22 \
    crit_family "buffers and inverters" \
    ys_chip_area_um2 581 \
]
area by class of cell:
cell class                 instances  area [µm²]
inverter                           6        22.5
tap                               48        60.1
fill                             398        2720
sequential                         4        86.3
timing repair buffer              28         249
multi-input combinational         67         455
clock buffer                       3        41.3
per-layer routing:
layer	part of all wire (%)	vias to the layer above	wire, µm
met1	46	329	830
met3	3.0	2	54
met2	51	6	919
li1	-	353	-
met4	0.55	0	10
met5	0	-	0
logic make-up after synthesis:
logic type	count (synthesis)	synth area share, %
compound gates	30	39.7
mux	2	3.45
xor+xnor	1	1.51
simple gates	34	31.0
flops	4	13.8
buf+inv	11	10.6
Yosys cell counts (all sizes together):
cell     number
xnor2         1
a31oi         1
mux2i         2
o21ai         5
a221o         1
nand3         3
nor2          9
o311ai        1
nand2b        3
nor3          2
and3b         1
a221oi        1
o31ai         2
a21oi         4
nor2b         1
a211oi        2
clkbuf        1
and3          1
buf           4
a22o          1
inv           6
nand2         6
a21boi        2
o21bai        1
o211ai        2
dfxtp         4
o311a         1
or4           1
a2bb2oi       2
o221ai        2
o22ai         2
and2          6
and2b         1
where the power goes:
| part | internal (µW) | switching, µW |
|---|---|---|
| combinational | 398 | 366 |
| clock | 122 | 37.6 |
| sequential | 121 | 65.1 |
| total | 640 | 468 |
worst max-delay path by stage:
stage / from / endpoint / cells past startpoint
4_1_cts: state[2] / status_A[1] / 4
6_report: status_Y[1] / status_C[1] / 4
5_1_grt: state[2] / status_A[0] / 5
per-stage QoR:
step | TNS (ps) | setup WS (ps)
detailed placement | -93.3 | -49.0
global route | 0 | 4.00
floorplan | 0 | 566
finish | 0 | 55.1
CTS | 0 | 1.07
global placement | -74.7 | -53.2
cells in the final DEF, fill, tap and decap left out, types with 2 or more instances in the layout:
| cell type | n |
|---|---|
| o31ai_1 | 2 |
| a21oi_1 | 3 |
| o22ai_1 | 2 |
| o211ai_1 | 2 |
| and2_2 | 3 |
| clkdlybuf4s50_1 | 15 |
| mux2i_1 | 2 |
| and2_1 | 3 |
| o21ai_0 | 5 |
| nand2b_1 | 3 |
| inv_1 | 6 |
| nor2_1 | 7 |
| a21boi_0 | 2 |
| clkbuf_8 | 3 |
| nand3_1 | 3 |
| dfxtp_2 | 2 |
| a211oi_2 | 2 |
| a2bb2oi_1 | 2 |
| nand2_1 | 6 |
| buf_4 | 12 |
worst min-delay path, cell delays in order (launching register included):
cell and delay [ps]:
dfxtp_4 370, nand2_1 70, mux2i_1 60
Power and IR drop assume default switching activity.
